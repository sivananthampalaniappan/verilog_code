==> ./design.v <==
module counter(clk,rst,ctrl,count);
input clk,rst,ctrl;
output reg [3:0] count;
always @(posedge clk or posedge rst)
begin
 if(rst)
   count <=0;
 else
  begin
    if(ctrl)
          count <=count+1;
    else
          count <=count-1;
  end
end
endmodule
==> ./run.sh <==
#!/bin/bash
# OpenROAD 26Q1-2900-gdf79404cd8, Yosys 0.63+post, stock flow scripts
make -C /OpenROAD-flow-scripts/flow DESIGN_CONFIG=/design/flow/config.mk WORK_HOME=/design/flow/orfs finish
==> ./config.mk <==
export PLATFORM = sky130hd
export DESIGN_NAME = counter
export DESIGN_NICKNAME = counter
export VERILOG_FILES = /design/flow/design.v
export SDC_FILE = /design/flow/constraint.sdc
export NUM_CORES = 4
export LEC_CHECK = 1
export CORE_AREA = 10 10 70 70
export DIE_AREA = 0 0 80 80
==> ./constraint.sdc <==
current_design counter

set clk_period 1.7
set clk_io_pct 0.2

create_clock -name clk0 -period $clk_period [get_ports {clk}]

set non_clock_inputs [all_inputs -no_clocks]
set_input_delay [expr $clk_period * $clk_io_pct] -clock clk0 $non_clock_inputs
set_output_delay [expr $clk_period * $clk_io_pct] -clock clk0 [all_outputs]
==> ci_impl_report.md <==
## Implementation flow summary

| Metric | Value |
|---|---|
| 1st-iter DRT viols | 3 |
| Highest Clock Rate | 661 MHz |
| Post-cts resize count | 0 |
| Area Growth Syn to Fin | 70.4% |
| Top Registers | count: 4 flops |
| Unrepaired setup endpoints after global routing | false |
| Final Hold Violating Endpoints | 0 |
| Cell count listed in synth_stat.txt | 15 |
| Vias post-DR | 133 |
| Syn avg cell area | 13.3 um2 |
| CTS Buf Count | 3 |
| Largest net degree at the start of global routing | 5 |
| Ys Warns | 1 |
| Final ANT Viol Nets | 0 |
| Min Tclk post-route | 1.51 ns |
| Critical Path AT | 1.67 ns |
| Max H-tree Level | 1 |
| Worst Hold Class | in -> async |
| ANT cells | 0 |
| Worst rel slew slack | 87.1% |
| Via-to-Cell Ratio | 1.90 |
| Setup bufs post-CTS | 0 |
| Placer Congestion | 0.752 |
| Root buffer cell | clkbuf_4 |
| Syn Inst Count | 15 |
| Area post-placement | 317 um2 |
| Crit-path max FO | 3 |
| Height of the die | 80 um |
| Core area | 0.00342 mm2 |
| Share of layout cells above drive strength 1 | 16.7% |
| Measured slew at the worst slew-check pin | 0.192 ns |
| GRT Overall Usage | 1.69% |
| Cycle use final | 89.0% |
| Max clock buf depth | 2 |
| Peak VDD IR | 0.228 mV |
| YS chip area | 199 um2 |
| Routed WL per cell | 6.07 um |
| Placement Setup Slack | -0.0628 ns |
| Layout fillers | 403 |
| Status | completed |
| Design Area, Final | 339 um2 |
| Fin. max-slew vios | 0 |
| Max-cap violation count | 0 |
| I/O pin cnt | 7 |
| Synth Seq Share | 50.3% |
| Clock Skew | 0.00327 ns |
| P_leak | 0.141 nW |
| PwrDens | 1360 mW/mm2 |
| Clock-pin slew on the worst setup and hold paths | 0.04 ns |
| Residual DRC count | 0 |
| Element type at the critical path end | flip-flop |
| Die ar. | 0.00640 mm2 |
| Site Rows | 21 |
| CTS tree | done |
| CP Class | in -> reg |
| Setup TNS | 0 ns |
| Biggest register | count |
| FP Util | 5.82% |
| CP required | 1.86 ns |
| First-pass GRT wire length | 752 um |
| Final worst slack | 0.186 ns |
| Fin util | 9.93% |
| Initial antenna violation count | 0 |
| Log Warnings | 25 |
| PortBufs | 6 |
| Drt total wl | 425 um |
| Final setup fails | 0 |
| Vias in the first global route | 152 |
| Flops out of synthesis | 4 |
| Post-synthesis cell area | 199 um2 |
| Die X | 80 um |
| Latency at later pin | 0.24 ns |
| Max FFs per register | 4 |
| Reg2Reg Depth | 4 |
| Hold-fix buffers, CTS | 0 |
| Synth cell types | 8 |
| # clock sinks | 4 |
| CP startpoint kind | input port |
| First-pass DRT Iterations | 3 |
| GR Overflow Total | 0 |
## Yosys cell counts, drive strengths merged
library cell,n,area [um2]
a21o,1,7.51
a21oi,1,8.76
dfrtp,4,100
fa,1,20.0
ha,2,25.0
inv,3,11.3
xnor2,2,17.5
xor2,1,8.76
## layout make-up
class / count / area [um2] / share of cell area, %
sequential: 4 / 100 / 29.5
tap: 46 / 57.6 / 17.0
timing repair buffer: 6 / 60.1 / 17.7
multi-input combinational: 8 / 87.6 / 25.8
inverter: 3 / 11.3 / 3.32
clock buffer: 3 / 22.5 / 6.64
## path summary, 6_finish.rpt
| check | from | endpoint | slack (ns) |
|---|---|---|---|
| setup / recovery | ctrl | count[3] | 0.19 |
| max in group asynchronous | rst | count[0] | 1.26 |
| min in group clk0 | count[0] | count[0] | 0.52 |
| setup reg to reg | count[1] | count[3] | 0.50 |
| hold reg to reg | count[0] | count[0] | 0.52 |
| hold / removal | rst | count[3] | 0.29 |
## cell usage in the layout (no fill, tap or decap)
cell | synthesis | layout
clkbuf_4 | 0 | 3
inv_1 | 3 | 3
xor2_1 | 1 | 1
fa_1 | 1 | 1
xnor2_1 | 2 | 2
a21o_1 | 1 | 1
a21oi_2 | 1 | 1
ha_1 | 2 | 2
dfrtp_1 | 4 | 4
clkdlybuf4s50_1 | 0 | 6
## where the power goes
part	leakage [nW]	switching [mW]	internal [mW]
Sequential	0.0496	0.0279	0.135
Combinational	0.0781	0.0584	0.123
Clock	0.0138	0.0374	0.0788
## critical path, stage by stage
cell	delay [ns]
clkdlybuf4s50_1	0.50
inv_1	0.10
ha_1	0.29
a21o_1	0.18
a21oi_2	0.14
xnor2_1	0.12
## kinds of logic (layout without fill, tap and decap cells)
group	Yosys count	in the layout	share of synthesized area (%)
DFF	4	4	50.3
adders and majority gates	3	3	22.6
xor gates and xnor gates	3	3	13.2
buffers and inverters	3	12	5.66
AOI/OAI and AO/OA	2	2	8.18
## through the flow
step	instances	hold WS, ns	total power [mW]
final	70	0.290	0.461
after global routing	70	0.304	0.515
after CTS	70	0.292	0.472
after detailed placement	67	0.521	0.350
after global placement	67	0.493	0.347
after floorplan	15	0.106	0.252
## metal layers
layer	track usage (%)	vias to the layer above	part of all wire (%)
li1	-	65	-
met1	1.87	56	39
met2	1.36	9	27
met3	2.84	3	32
met4	0.528	0	1.9
met5	0	-	0
Power figures rest on the tool's default switching activity, not on a simulated workload.
