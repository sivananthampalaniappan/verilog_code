`run.sh`:
```
#!/bin/bash
# OpenROAD 26Q1-2900-gdf79404cd8, Yosys 0.63+post, stock flow scripts
make -C /OpenROAD-flow-scripts/flow DESIGN_CONFIG=/design/flow/config.mk WORK_HOME=/design/flow/orfs finish
```
`config.mk`:
```
export PLATFORM = sky130hd
export DESIGN_NAME = alu_32bit
export DESIGN_NICKNAME = alu_32bit
export VERILOG_FILES = /design/flow/design.v
export SDC_FILE = /design/flow/constraint.sdc
export NUM_CORES = 4
export LEC_CHECK = 1
export CORE_UTILIZATION = 30
```
`constraint.sdc`:
```
current_design alu_32bit

set clk_period 1.0
set clk_io_pct 0.2

create_clock -name clk0 -period $clk_period [get_ports {clk}]

set non_clock_inputs [all_inputs -no_clocks]
set_input_delay [expr $clk_period * $clk_io_pct] -clock clk0 $non_clock_inputs
set_output_delay [expr $clk_period * $clk_io_pct] -clock clk0 [all_outputs]
```
`design.v`:
```
module alu_32bit(y,a,b,f,clk,rst);
input clk,rst;
input [7:0]a,b;
input [2:0]f;
output reg[7:0]y;
always@(posedge clk or posedge rst)
begin
	if(rst)
		y<=8'b0;
	else
	begin
		case(f)
			3'b000:y <= a&b;
			3'b001:y <= a|b;
			3'b010:y <= ~(a&b);
			3'b011:y <= ~(a|b);
			3'b100:y <= a+b;
			3'b101:y <= a-b;
			3'b110:y <= a*b;
			3'b111:y <= ~a;
			default: y <= 8'bx;
		endcase
	end
end
endmodule
```
==> run summary <==
Physical implementation

Summed over all cells, the static leakage comes to 1.42 nW. The aggregate global-route resource usage is 16.6%. The number of global-route vias before repair is 1,815. The sequential area share after synthesis is 10.2%. The CTS tree is built. The report puts the hold buffer count at CTS at 0. The count of warning messages emitted by the tools is 30. The transition time recorded at the tightest slew-check pin is 0.363 ns. 29 I/O pins were placed.

The critical-path maximum fanout is 4. The number of hold violations in the final report is 0. Once iteration 0 of detailed routing completed, the report listed 67 DRC markers. The internal power contribution is 1.94 mW. After its last routability iteration, the placer logged a weighted congestion of 0.901.

Per STA, the worst path accumulates the most delay in the family adder cells. The total area inside the core boundary comes to 6310 um2. Per STA, the worst path is made up of buf_12 > nand2_4 > fa_2 > fa_1 > inv_1 > fa_1 > inv_1 > fa_2 > inv_2 > ha_4 > a21oi_2 > xnor3_1 > xnor3_1 > o31ai_1 > a21oi_1. Endpoints with negative setup slack in the final report add up to 8. The wire-length estimate of the detail-placed layout is 4.48 mm.

The start-to-end type of the worst setup path is in2reg. The detailed-route DRC error count is 0. The CTS report gives the tree buffer count as 3. The chip area line in the Yosys stat output reads 1960 um2.

The number of slew-limit violations in the final report is 0. The clock tree has to reach 8 sinks. The registers of the reported paths see a clock transition of 0.04 ns.

In this run, the clock network consumes 12.2% of the power. The instance count of the mapped netlist is 251. The highest clock rate this design can be run at is 307 MHz. Counting only logic cells after layout, the most numerous master is sky130_fd_sc_hd__buf_4.

The iteration tally of the first detailed-router pass is 4. After filler insertion, the fill cell instance count of the layout stands at 577. The repair_antennas step left the layout with diodes totalling 0. The worst hold slack across all endpoints is 0.220 ns. The largest registers in the layout are y (8). The via count is 1,881. The die span in y is 82.8 um. CTS placed an instance of sky130_fd_sc_hd__clkbuf_8 at the clock tree root.

Ranked by flip-flop count, first place goes to y. In this design, the stage delay of the slowest critical-path cell is 0.52 ns. The number of antenna violations at the first check in global routing is 0. The total routed wirelength is 5.46 mm. Of the total power, registers draw 12.8%. The critical path endpoint has a required time of 1.11 ns. The net switching share of the total power is 38.1%. Input and output buffers added on the ports amount to 28.

The checks that failed: negative setup slack. The final worst-path cycle share is 326%. Before placement the cells fill 31.0% of the core.

The utilization of the core after routing is 49.6%. The worst setup path is captured at a register. The post-layout total power is 3.14 mW. The horizontal die dimension is 82.8 um.

The number of synthesized register bits is 8. After floorplanning, the die was sized to cover 6860 um2. Per the cell usage report, the commonest logic cells after layout are sky130_fd_sc_hd__buf_4, sky130_fd_sc_hd__nand2_1, sky130_fd_sc_hd__inv_1. Per the slew report, the remaining headroom to the max-slew limit stands at 75.5%. The number of flip-flops in the largest register is 8. The number of cells in Yosys stat is 251. The worst setup slack after layout is -2.26 ns. The cell type of the slowest stage on the worst timing path is sky130_fd_sc_hd__fa_2.

The maximum clock insertion buffer count is 2. The residual antenna-violating net count after detailed routing is 0. The share of cells above drive strength 1 is 41.3%. The report counts max-capacitance violations totalling 0. The arrival time reported for the critical path endpoint is 3.36 ns. The synthesized area is 1960 um2. The path type of the worst min-delay path is in2async.

The sort of element at the start of the critical path is a primary input. Entering global routing, the biggest net connects 20 pins. The maximum level of the CTS H-tree is 1. Timing analysis after detailed placement gives a worst setup slack of -3.08 ns. Excluding fillers, the count of instances in the completed layout stands at 399.

Per the post-synthesis stats, the area per cell is 7.81 um2. The power density over cell area is 1000 nW/um2. In this run the layout overhead on the synthesized area is reported as 59.9%. The first global-routing pass estimated 8.94 mm of wire. The routed design shows a wire length per standard cell of 13.7 um. Per the synthesis report, the number of distinct cell types is 38. The run finished, with violations left. Across the VDD grid, the largest voltage drop is 535 uV. The global-route congestion overflow total is 0.

The floorplan has 29 rows. For this design the total switching power over the nets is 1.20 mW. The detailed placer reported the number of placed instances as 387. The per-cell via count in the routed design is 4.71. The final critical delay including setup and external delays is 3.26 ns.

The buffer-and-inverter tally for the worst setup path is 4. The share of power burned in combinational logic is 75.0%. Setup repair after global routing could not meet its margin everywhere. Warnings reported by Yosys during synthesis add up to 1.
path summary, 6_finish.rpt:
check,start,to,slack [ns],depth (start not counted)
max,a[1],y[7],-2.26,15
min,rst,y[4],0.22,2
max in group asynchronous,rst,y[2],0.53,2
min in group clk0,b[3],y[3],0.58,5
power by group through the flow:
| stage | combinational (mW) | clock [mW] | sequential (mW) |
|---|---|---|---|
| finish | 2.35 | 0.382 | 0.403 |
| global route | 2.60 | 0.415 | 0.409 |
| CTS | 2.22 | 0.394 | 0.403 |
what timing repair did:
item                                    in CTS  in global routing
buffers inserted                             9                  3
endpoints found under the setup margin      16                 10
resized                                    121                 29
endpoints found under the hold margin        0                  0
pin swaps                                   36                 29
cells in the mapped netlist:
library cell / instances / area share (%)
sky130_fd_sc_hd__o41a_1: 1 / 0.57
sky130_fd_sc_hd__nor2b_1: 4 / 1.3
sky130_fd_sc_hd__dfrtp_1: 8 / 10
sky130_fd_sc_hd__nand2b_1: 1 / 0.32
sky130_fd_sc_hd__o21ai_0: 14 / 3.6
sky130_fd_sc_hd__nor2_1: 20 / 3.8
sky130_fd_sc_hd__buf_1: 1 / 0.19
sky130_fd_sc_hd__nand2_1: 30 / 5.7
sky130_fd_sc_hd__a21boi_0: 1 / 0.38
sky130_fd_sc_hd__xor2_1: 6 / 2.7
sky130_fd_sc_hd__buf_2: 1 / 0.26
sky130_fd_sc_hd__nor3_1: 6 / 1.5
sky130_fd_sc_hd__mux2i_1: 2 / 1.0
sky130_fd_sc_hd__a21o_1: 3 / 1.1
sky130_fd_sc_hd__o211ai_1: 2 / 0.77
sky130_fd_sc_hd__inv_1: 33 / 6.3
sky130_fd_sc_hd__maj3_1: 4 / 2.0
sky130_fd_sc_hd__fa_1: 13 / 13
sky130_fd_sc_hd__o2111ai_1: 1 / 0.45
sky130_fd_sc_hd__o21a_1: 2 / 0.77
sky130_fd_sc_hd__a221oi_1: 4 / 1.8
sky130_fd_sc_hd__xnor3_1: 2 / 2.3
sky130_fd_sc_hd__or2b_2: 1 / 0.45
sky130_fd_sc_hd__a21oi_1: 9 / 2.3
sky130_fd_sc_hd__a31oi_1: 1 / 0.32
sky130_fd_sc_hd__buf_4: 1 / 0.38
sky130_fd_sc_hd__nand2_2: 2 / 0.64
sky130_fd_sc_hd__and2_2: 3 / 1.1
sky130_fd_sc_hd__o31ai_1: 2 / 0.77
sky130_fd_sc_hd__clkbuf_1: 7 / 1.3
sky130_fd_sc_hd__o22a_1: 1 / 0.45
sky130_fd_sc_hd__o22ai_1: 3 / 0.96
sky130_fd_sc_hd__xnor2_1: 21 / 9.4
sky130_fd_sc_hd__and2_1: 9 / 2.9
sky130_fd_sc_hd__nor4b_1: 1 / 0.45
sky130_fd_sc_hd__ha_1: 26 / 17
sky130_fd_sc_hd__nor4_1: 3 / 0.96
sky130_fd_sc_hd__nand3_1: 2 / 0.51
cells by family (layout without fill, tap and decap cells):
logic type	Yosys count	in the layout	share of synthesized area (%)
AOI/OAI and AO/OA	44	44	14.2
xor gates and xnor gates	29	29	14.4
adders and majority gates	43	43	31.9
buffers and inverters	43	114	8.49
DFF	8	8	10.2
muxes	2	2	1.02
and+or+nand+nor	82	82	19.7
layout make-up:
type	instances	area, um2	share of cell area, %
Multi-Input combinational cell	200	1950	62.1
Timing Repair Buffer	78	717	22.9
Sequential cell	8	200	6.39
Inverter	33	133	4.23
Tap cell	77	96.3	3.08
Clock buffer	3	41.3	1.32
routing by layer:
metal,global-route usage (%),up-vias,share of wire [%]
met2,25.9,36,46
met3,2.32,2,3.5
met1,26.2,869,50
met5,0,-,0
met4,1.41,0,0.22
li1,-,974,-
per-stage QoR:
stage	setup TNS (ns)	instance area, um2
2_1_floorplan	-10.21	2170
3_3_place_gp	-17.10	2730
3_5_place_dp	-17.31	2730
4_1_cts	-10.91	3000
5_1_grt	-11.17	3130
6_report	-10.49	3130
Power figures rest on the tool's default switching activity, not on a simulated workload.
