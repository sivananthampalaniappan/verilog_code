File: flow/config.mk
export PLATFORM = sky130hd
export DESIGN_NAME = bcd8
export DESIGN_NICKNAME = bcd8
export VERILOG_FILES = /design/flow/design.v
export SDC_FILE = /design/flow/constraint.sdc
export NUM_CORES = 4
export LEC_CHECK = 1
export CORE_AREA = 10 10 70 70
export DIE_AREA = 0 0 80 80
File: flow/constraint.sdc
current_design bcd8

set clk_period 4.4
set clk_io_pct 0.2

create_clock -name clk0 -period $clk_period

set non_clock_inputs [all_inputs -no_clocks]
set_input_delay [expr $clk_period * $clk_io_pct] -clock clk0 $non_clock_inputs
set_output_delay [expr $clk_period * $clk_io_pct] -clock clk0 [all_outputs]
File: flow/design.v
module bcd8(sum,cout,a,b,cin);
  output [7:0] sum;
    output cout;
  input [7:0] a,b;
    input cin;
  wire c;
  bcd bb1 (sum[3:0],c,a[3:0],b[3:0],cin);
  bcd bb2 (sum[7:4],cout,a[7:4],b[7:4],c);
endmodule
module bcd(sum,cout,a,b,cin);
  output [3:0] sum;
    output cout;
    input [3:0] a,b;
    input cin;
  wire [3:0] s;
  wire [3:0] c;
  ripple rr1 (s[3:0],c[0],a[3:0],b[3:0],cin);
  and(c[1],s[3],s[2]);
  and(c[2],s[3],s[1]);
  or(c[3],c[0],c[1],c[2]);
 ripple rr2 (sum[3:0],cout,{1'b0,c[3],c[3],1'b0},s[3:0],0);
endmodule  
  module ripple (s,cout,a,b,d);
    output[3:0] s;
    output cout;
    input [3:0]a,b;
    input d;
    wire [2:0]c;
  full f11(s[0],c[0],a[0],b[0],d);
  full f12(s[1],c[1],a[1],b[1],c[0]);
  full f13(s[2],c[2],a[2],b[2],c[1]);
  full f14(s[3],cout,a[3],b[3],c[2]);
endmodule
module full(s,c,a,b,d);
output s,c;
input a,b,d;
wire z1,z2,z3;
xor g3(s,a,b,d);
and g4(z1,a,b);
and g5(z2,a,d);
and g6(z3,d,b);
 or g7(c,z1,z2,z3);
endmodule
File: flow/run.sh
#!/bin/bash
# OpenROAD 26Q1-2900-gdf79404cd8, Yosys 0.63+post, stock flow scripts
make -C /OpenROAD-flow-scripts/flow DESIGN_CONFIG=/design/flow/config.mk WORK_HOME=/design/flow/orfs finish
==> results_dict.tcl <==
# metrics dict for downstream scripts
set metrics [dict create \
    switching_share 0.3418 \
    grt_pass1_wl_mm 1.787 \
    arrival_ns 5.68 \
    worst_pin_slew_ns 0.1319 \
    clkPwrFrac 0 \
    crit_end "sum[7]" \
    worst_path_most_repeated_cell "fa_2" \
    regArea_sq_um 0 \
    preCtsSetupSlack_ns -3.165 \
    path_cells "buf_8 > inv_8 > fa_2 > fa_2 > fa_2 > inv_2 > fa_1 > a21o_1 > ha_2 > a211o_1 > ha_2 > fa_2 > inv_2 > fa_2 > fa_2 > inv_2 > fa_1 > a21o_1 > ha_2 > a211o_1 > ha_4 > buf_6" \
    ys_area_sq_um 449.2 \
    drc 0 \
    firstDrtPassIters 2 \
    startpoint_type "input port" \
    ys_cells 51 \
    ios 26 \
    dpl.cell_count 121 \
    synthCells 51 \
    dp_hpwl_microns 941.9 \
    place_congestion 0.7283 \
    endpoint_kind "output pin" \
    holdWs_ns 2.501 \
    period_used_share 1.490 \
    required_ns 3.52 \
    synth_seq_share 0 \
    drive_gt1_frac 0.5000 \
    top_cell_area_share 0.3565 \
    p_sw_mw 0.06912 \
    maxCapViolCount 0 \
    startpoint "cin" \
    critPathMaxFanout 3 \
    grt_pass1_vias 441 \
    instances_no_fill 124 \
    path_class "input port to output pin" \
    die_w_microns 80 \
    antenna_cells 0 \
    ys_warn_count 1 \
    status "complete, but fails checks" \
    leakagePower_nw 0.3885 \
    num-fill-cells 372 \
    cpPeakStageDelay_ns 0.46 \
    power.share.combinational 1.000 \
    lay_top_cells "clkdlybuf4s50_1 (15), inv_1 (11), buf_4 (9), inv_2 (7), ha_2 (7)" \
    drtIter0Drc 5 \
    ir_drop_uv 146.7 \
    netlist-cell-type-count 8 \
    coreArea_sq_um 3416 \
    avgSynthCellArea_sq_um 8.807 \
    ant_nets 0 \
    hold_viol 0 \
    nFlopsAndLatches 0 \
    wl_per_cell_microns 8.056 \
    area_delta_synth_final_pct 79.67 \
    viasPerCell 3.048 \
    power.total_mw 0.2022 \
    final_common_cell "clkdlybuf4s50_1" \
    p_per_area_nw_per_um2 250.6 \
    antenna_found_initial 0 \
    intPower_mw 0.1331 \
    warning_count 37 \
    final-setup-viol-count 6 \
    maxSlewViolCount 0 \
    maxSlewHeadroom 0.9118 \
    syn_area_sq_um 449.2 \
    layout_setup_ws_ns -2.155 \
    clkbuf_count 0 \
    via_count 378 \
    cts_hold_buf 0 \
    dieHeight_microns 80 \
    seqPwrFrac 0 \
    cp_slowest_cell "fa_1" \
    period_needed_ns 6.555 \
    grt_start_max_net_pins 4 \
    max_clock_freq_ghz 0.1526 \
    area_leaders "fa_1 (36%), ha_1 (22%), inv_1 (16%)" \
    failed_checks "negative setup slack" \
    yosys.area.top_type "fa_1" \
    placementRows 21 \
    hold_class "input port to output pin" \
    wirelength_microns 999 \
    die_area_sq_um 6400 \
    grt_overflow_total 0 \
    fin_setup_tns_ns -8.822 \
    fp_util 0.1315 \
    rsz0062_at_grt "true" \
    grt_util_all_layers 0.03246 \
    portBuffers 26 \
]
-- worst min-delay path by stage --
stage / from / to / slack, ns / cells past startpoint
after CTS: b[4] / sum[4] / 2.51 / 3
after global routing: cin / sum[0] / 2.54 / 5
final: b[4] / sum[4] / 2.50 / 3
-- critical path, delay by kind of cell --
| kind | cells | cell delay [ns] |
|---|---|---|
| buf+inv | 6 | 0.35 |
| compound gates | 4 | 0.98 |
| fa+ha+maj | 12 | 3.44 |
-- repair_timing --
action	in CTS	in global routing
endpoints found under the setup margin	8	8
buffers inserted	3	0
gates resized	41	4
pin swaps	21	2
-- layout make-up --
| cell class | count | area, sq um | area share |
|---|---|---|---|
| multi-input cells | 24 | 362.8 | 0.4496 |
| repair buffers | 35 | 307.8 | 0.3814 |
| inverters | 19 | 78.83 | 0.09767 |
| well taps | 46 | 57.56 | 0.07132 |
-- stage by stage --
| step | util | area [sq um] |
|---|---|---|
| floorplan | - | 479.2 |
| global placement | 0.2289 | 782.0 |
| detailed placement | 0.2289 | 782.0 |
| CTS | 0.2337 | 798.3 |
| global route | 0.2363 | 807.0 |
| finish | 0.2363 | 807.0 |
-- synthesized netlist by cell type --
library cell / number
fa_1: 8
ha_1: 8
xor2_1: 2
a21o_1: 2
a211o_1: 2
nand2_1: 2
inv_1: 19
buf_4: 8
-- power by group through the flow --
| stage | registers [mW] | clock network, mW | logic, mW |
|---|---|---|---|
| 4_1_cts | 0 | 0 | 0.194 |
| 6_report | 0 | 0 | 0.202 |
| 5_1_grt | 0 | 0 | 0.237 |
-- cell families after synthesis --
logic type | count (synthesis) | synth area share
buf+inv | 27 | 0.2925
fa+ha+maj | 16 | 0.5794
compound gates | 4 | 0.07242
xor+xnor | 2 | 0.03900
simple gates | 2 | 0.01672
-- per-layer routing --
metal	vias to the layer above	GRT usage	wire length [microns]
met4	0	0	0
li1	192	-	-
met5	-	0	0
met3	0	0.007955	75
met1	176	0.03678	386
met2	10	0.06260	537
No activity file was given, so power comes from the tool's default toggle rates.
